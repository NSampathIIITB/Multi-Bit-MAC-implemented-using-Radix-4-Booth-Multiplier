==> flow/design.v <==
module p#(parameter DATA_WIDTH = 16, OUT_WIDTH = 32)
(
  input [DATA_WIDTH-1:0] a,  
  input [DATA_WIDTH-1:0] b,  
output reg [OUT_WIDTH-1:0] c,  
output reg done,
input clk,
input rst  
    );
wire [DATA_WIDTH-1:0] a2,a1,d,e;
assign a1 = (~a) +1'b1;
assign a2 = a;
(*USE_DSP="NO"*)
assign d=2*a;
(*USE_DSP="NO"*)
assign e=2*a1;
reg  [DATA_WIDTH:0] y;
reg[2:0] j;  
reg[5:0] i=0;
reg  [DATA_WIDTH:0] b1;  
reg  [OUT_WIDTH-1:0] y1;  
localparam  count = DATA_WIDTH / 2;
localparam  p = OUT_WIDTH / 2;
localparam k = DATA_WIDTH ;
localparam v= (OUT_WIDTH/2)-1;
initial begin
    y1<='d0;
    y<='d0;
    b1<='d0;
    c<='d0;
    done<=0;
end
always@(posedge clk)
begin
if(rst==1)        
begin
c=0;
i=0;
y=0;
done<=0;
end
if(rst==0 && i<count) 
begin
if(rst==0)
begin
b1={b,1'b0};      
if(i<count)
begin
j={b1[2*i+2],b1[2*i+1],b1[2*i]};   
case(j)           
3'b000:y=0*a;
3'b001:y={{(a2[k-1])},a2};
3'b010:y={{(a2[k-1])},a2};
3'b011:y={{(a2[k-1])},d};
3'b100:y={{(a1[k-1])},e};
3'b101:y={{(a1[k-1])},a1};
3'b110:y={{(a1[k-1])},a1};
3'b111:y=0*a;
default:y=128'dX;
endcase
y1={{v{y[p]}},y}; 
(*USE_DSP="NO"*)
c=c+(y1*(4**i));      
i=i+1;                
if(i==count)
begin
done<=1;
end
end
end
end
end
endmodule
==> flow/run.sh <==
#!/bin/bash
# OpenROAD 26Q1-2900-gdf79404cd8, Yosys 0.63+post, stock flow scripts
make -C /OpenROAD-flow-scripts/flow DESIGN_CONFIG=/design/flow/config.mk WORK_HOME=/design/flow/orfs finish
==> flow/config.mk <==
export PLATFORM = sky130hd
export DESIGN_NAME = p
export DESIGN_NICKNAME = p
export VERILOG_FILES = /design/flow/design.v
export SDC_FILE = /design/flow/constraint.sdc
export NUM_CORES = 4
export LEC_CHECK = 1
export CORE_UTILIZATION = 30
export SYNTH_HDL_FRONTEND = slang
==> flow/constraint.sdc <==
current_design p

set clk_period 25.0
set clk_io_pct 0.2

create_clock -name clk0 -period $clk_period [get_ports {clk}]

set non_clock_inputs [all_inputs -no_clocks]
set_input_delay [expr $clk_period * $clk_io_pct] -clock clk0 $non_clock_inputs
set_output_delay [expr $clk_period * $clk_io_pct] -clock clk0 [all_outputs]
==> COMMIT_EDITMSG <==
Log flow metrics for this revision

- The run finished with clean final reports.
- Post-detailed-route DRC marker count: 0
- Chip area in the Yosys report: 12100 µm²
* Type of destination of the critical path: flip-flop
- Main flop type after synthesis: sky130_fd_sc_hd__dfxtp_1
* Global placer's final weighted congestion: 0.933
- Hold repair after CTS inserted 0 buffers.
- Cell Pwr Density: 80.3 nW/µm²
- Clock-pin transition on the worst setup and hold timing paths: 0.07 ns
* Inserted Clock Buffers: 5
* Fmax: 73.2 MHz
* Synth warn: 0
- Biggest area cells: sky130_fd_sc_hd__fa_1 (28%), sky130_fd_sc_hd__ha_1 (24%), sky130_fd_sc_hd__inv_1 (11%)
- After synthesis, the share of flip-flops with an asynchronous set or reset is 0%.
* Final clock skew: 0.00581 ns
- Max capacitance violation total: 0
* Number of different library cells in the post-synthesis netlist: 75
* Period utilisation layout: 54.7%
- Detailed placer's ending HPWL: 24600 µm
- DRT iter0 DRCs: 526
- Mean instance size in the synthesized netlist: 8.26 µm²
- Summing internal, switching and leakage power gives 0.00110 W.
- Placement row count: 73
- Number of port buffers: 66
- Worst hold margin: 0.471 ns
* Most instantiated cells after synthesis: sky130_fd_sc_hd__inv_1 (348), sky130_fd_sc_hd__ha_1 (228), sky130_fd_sc_hd__nor2_1 (185)
- Per STA, the library cell used most along the worst path is sky130_fd_sc_hd__fa_1.
* Number of antenna violations at the first check in global routing: 0
* Starting density of the core: 30.4%
* Layout cell share with drive strength beyond 1: 3.61%
- Counting pins that exceed their max-slew limit in the final report gives 0.
* Worst Path Arrival: 13.84 ns
- Portion of synthesized cell area occupied by the leading cell type: 27.7%
- The longest clock path from root to sink contains 2 buffers.
- Insertion delay of the later-clocked pin in the worst-skew pair: 0.29 ns
* Core Box Area: 39700 µm²
- Once layout is complete, the cells apart from fillers number 2077.
* Final standard cell utilization of the core: 34.4%
- Flop and latch count out of synthesis: 39
- In this run the count of I/O pins placed on the die edge is 67.
* First-pass DRT Iterations: 5
- Layout overhead on the synthesized area: 13.1%
* Total Routing Usage GR: 15.6%
- In this run the tools logged warnings totalling 25.
- Post-synthesis cell area: 12100 µm²
* Gates resized, CTS repair: 0
- Setup repair after global routing left no endpoint under its margin.
* Dominant cell by count in the synthesized netlist: sky130_fd_sc_hd__inv_1
- Looking at the setup timing report, the critical path kind is in -> reg.
- Post-Synthesis Cells: 1462
* DIE WIDTH: 203 µm
- Die Outline Area: 41100 µm²
- Yosys cell count: 1462
* Number of antenna repair diodes: 0
- Largest net degree at the start of global routing: 45
* CTS tree: yes
- Min-Delay Path Class: reg -> reg
* Fill cell instance count of the final layout: 4062
- Required arrival time at the worst endpoint: 25.17 ns
- Per the CTS log, the maximum H-tree level is 2.
- Max-Slew Margin vs Limit: 28.6%
- Per the repair_timing log after CTS, setup buffers inserted total 0.
- Startpoint types: input pin
* Seq share, synth: 6.46%
- The routed layout has 9496 vias.
* Final hold viol count: 0
- Total setup violations reported at the end of the flow: 0
- Cell type with the largest total area: sky130_fd_sc_hd__fa_1
- Once detail routing completed, the nets flagged for antenna violations numbered 0.
- In this design, the stage delay of the slowest critical-path cell is 0.77 ns.
- For this design, the sink count on the clock tree is 39.
* VDD IR max: 0.0000660 V
* Vias/cell: 4.57
* First-pass GRT wire length: 49500 µm
* Static leakage: 7.08 nW
- Routed WL: 29600 µm
- The transition time recorded at the tightest slew-check pin is 1.06 ns.
* Number of synthesized flops with an enable pin: 0
* Wire per inst: 14.3 µm
* Number of placed cells counting well taps: 2069
- Residual overflow from global routing: 0
- In this run the worst path has a maximum fanout of 44.
- Slowest library cell on the worst path: sky130_fd_sc_hd__o21ai_1
- Summed over all failing endpoints, the final setup total negative slack is 0 ns.
- CTS Root Cell: sky130_fd_sc_hd__clkbuf_16
- Die height: 203 µm
- Subtracting the final worst setup slack from the clock period gives 13.67 ns.
* Via count of the first global-routing pass: 9490
-- area by class of cell --
cell class	count	area (µm²)	area share, %
clock buffers	6	139	1.02
clock inverters	2	35.0	0.256
inverters	349	1310	9.59
multi-input cells	1069	9920	72.7
flip-flops and latches	39	781	5.72
well taps	525	657	4.81
repair buffers	87	813	5.95
-- where the power goes --
part / total, W / switching, W / internal [W]
combinational: 0.000908 / 0.000494 / 0.000414
sequential: 0.000110 / 0.0000219 / 0.0000881
clock: 0.0000789 / 0.0000292 / 0.0000498
total: 0.00110 / 0.000545 / 0.000552
-- path summary, 6_finish.rpt --
check	cells after the start	slack, ns	endpoint	from
min reg2reg	2	0.47	c[21]$_DFF_P_	c[21]$_DFF_P_
min	2	0.47	c[21]$_DFF_P_	c[21]$_DFF_P_
max	34	11.33	c[30]$_DFF_P_	rst
max reg2reg	31	16.05	c[30]$_DFF_P_	i[1]$_DFF_P_
-- critical path, delay by kind of cell --
kind                     cells  cell delay, ns
AND/OR/NAND/NOR              5            0.99
XOR/XNOR                     2            0.36
buffers and inverters        9            1.69
AND-OR/OR-AND               11            2.65
adder cells (fa/ha/maj)      7            3.10
-- layer usage --
layer / GRT usage (%) / part of all wire (%) / wire length [µm]
met3: 3.25 / 6.4 / 1880
met5: 0 / 0 / 0
met2: 25.2 / 47 / 13900
met4: 1.45 / 1.1 / 333
met1: 22.8 / 45 / 13500
-- metrics by stage --
step	instance area [µm²]	setup slack (ns)
CTS	13700	11.27
detailed placement	13500	11.00
floorplan	12300	13.01
global placement	13500	11.12
finish	13700	11.33
global route	13700	10.66
-- state kept, by name, indices dropped and copies added (netlist names) --
register / cells
c: 32
done: 1
i: 6
-- layout by cell type, fill, tap and decap left out, types with 5 or more instances in the layout --
cell type                           n
sky130_fd_sc_hd__a21o_1            17
sky130_fd_sc_hd__a21oi_1           64
sky130_fd_sc_hd__a31oi_1            5
sky130_fd_sc_hd__and3_1             5
sky130_fd_sc_hd__buf_4             21
sky130_fd_sc_hd__clkbuf_16          5
sky130_fd_sc_hd__clkdlybuf4s50_1   65
sky130_fd_sc_hd__conb_1            49
sky130_fd_sc_hd__dfxtp_1           39
sky130_fd_sc_hd__fa_1             167
sky130_fd_sc_hd__ha_1             228
sky130_fd_sc_hd__inv_1            348
sky130_fd_sc_hd__nand2_1           77
sky130_fd_sc_hd__nand2b_1           6
sky130_fd_sc_hd__nand3_1           12
sky130_fd_sc_hd__nand4_1            6
sky130_fd_sc_hd__nor2_1           185
sky130_fd_sc_hd__nor2b_1           44
sky130_fd_sc_hd__nor3_1            18
sky130_fd_sc_hd__o21a_1             5
sky130_fd_sc_hd__o21ai_0           32
sky130_fd_sc_hd__or3_1              8
sky130_fd_sc_hd__xnor2_1           37
sky130_fd_sc_hd__xor2_1             9
-- cell families after synthesis --
family                     count (synthesis)  synth area share [%]
DFF                                       39                  6.46
other                                      2                0.0622
muxes                                      5                 0.549
adders and majority gates                395                  51.3
AOI/OAI and AO/OA                        183                  10.5
buffers and inverters                    401                  12.9
and+or+nand+nor                          389                  14.7
xor gates and xnor gates                  48                  3.61
Power is estimated from default activity; no workload was simulated.
