==> flow/run.sh <==
#!/bin/bash
# OpenROAD 26Q1-2900-gdf79404cd8, Yosys 0.63+post, stock flow scripts
make -C /OpenROAD-flow-scripts/flow DESIGN_CONFIG=/design/flow/config.mk WORK_HOME=/design/flow/orfs finish
==> flow/config.mk <==
export PLATFORM = sky130hd
export DESIGN_NAME = mac
export DESIGN_NICKNAME = mac
export VERILOG_FILES = /design/flow/design.v
export SDC_FILE = /design/flow/constraint.sdc
export NUM_CORES = 4
export LEC_CHECK = 1
export CORE_UTILIZATION = 50
export SYNTH_HDL_FRONTEND = slang
==> flow/constraint.sdc <==
current_design mac

set clk_period 12.7
set clk_io_pct 0.2

create_clock -name clk0 -period $clk_period [get_ports {clk}]

set non_clock_inputs [all_inputs -no_clocks]
set_input_delay [expr $clk_period * $clk_io_pct] -clock clk0 $non_clock_inputs
set_output_delay [expr $clk_period * $clk_io_pct] -clock clk0 [all_outputs]
==> flow/design.v <==
`timescale 1ns / 1ps
module mac#(
    parameter DATA_WIDTH = 16,
              OUT_WIDTH = 32
)(  
        input clk,
        input rst,
        input signed [DATA_WIDTH  - 1: 0] a,
        input signed [DATA_WIDTH  - 1: 0] b,
        output reg signed [OUT_WIDTH-1: 0] out
    );
    initial 
    begin
    out<=0;
    end
    always@(posedge clk) 
    begin
       if(rst==0)
        begin
            out <= a*b + out;
        end
    end
endmodule
==> results.ini <==
[synth]
ff_type = edfxtp_1
yosysWarningCount = 0
synthCells = 1211
synth_cell_types = 37
ys_ff = 32
ys_seq_share_pct = 8.136
synth.avg_cell_area_sq_um = 9.752
syn_area_sq_um = 11810
async_reset_ff_share_pct = 0
yosys_cells = 1211
ys_area_sq_um = 11810
edf_count = 32

[floorplan]
chipArea_sq_um = 24240
die-height_um = 155.7
floorplan.core_util_pct = 51.54
coreArea_sq_um = 22920
die_w_um = 155.7
rows = 55
boundaryPins = 66

[route]
drc = 0
drt_wl_total_um = 27600
num_vias = 7848
wl_per_cell_um = 17.51
ant_nets = 0
vias_per_cell = 4.980
detail_route.first_pass.iterations = 4
drt-initial-drc-count = 309

[sta]
setup-violations-final = 0
period_used_pct = 73.68
finalHoldViolations = 0
grt_setup_unrepaired = false
max_slew_margin_pct = 43.66
tightest_slew_ns = 0.8424
hold_slack_ns = 0.5919
slew_violations = 0
fin_skew_ns = 0.01395
post-route-min-period_ns = 9.357
fmax_mhz = 106.9
tns_ns = 0

[clocking]
clockBufferDepth = 2
clock_sinks = 32
clk_pin_slew_ns = 0.07
cts_buffers = 5
ctsResizeCount = 0
cts_setup_buffers = 0
clk_latency_ns = 0.30
cts-root-buf = clkbuf_16
cts_hold_buf = 0
cts_tree = built
h-tree-depth = 2

[critical_path]
r2r_setup_slack_ns = 7.20
end_kind = flop
critical_path.max_fanout = 16
worst_r2r_endpoint = out[31]
required_ns = 12.74
path_cells = clkdlybuf4s50_1 -> nand2_1 -> inv_1 -> fa_1 -> inv_1 -> fa_1 -> inv_1 -> fa_1 -> fa_1 -> fa_1 -> inv_1 -> fa_1 -> inv_1 -> ha_1 -> and4_1 -> nand2_1 -> or3_1 -> o22ai_1 -> o32ai_2 -> o211ai_1 -> a21oi_1 -> xnor2_1
worstReg2RegStart = out[7]
start_kind = input port
cp_slowest_stage_delay_ns = 0.75
worstSetupPathType = input port to flop
critical_path.startpoint = b[1]
rr_worst_depth = 16
worstPathArrival_ns = 9.39
cp_common_cell = fa_1
crit_path_top_delay_cell = clkdlybuf4s50_1

[final_layout]
finish.utilization_pct = 56.51
drive_above_1_share_pct = 1.823
largest_reg_flops = 32
largest-register = out
finalInstanceArea_sq_um = 12950
syn_to_final_growth_pct = 9.651
reg_top3 = out: 32 flops

[status]
status = completed

[grt]
grt_pass1_vias = 8653
grt_overflow = 0
grt_start_max_net_pins = 33
grt_pass1_wl_um = 46530
grt_usage_pct = 27.82
antenna_found_initial = 0

[placed_design]
placed_area_sq_um = 12810
portBuffers = 65
routabilityCongestion = 0.9087
post-dp-hpwl_um = 22650

[worst_hold_path]
hp-start = out[0]
hold_depth = 1
hold_end = out[0]
min_path_type = flop to flop

[job]
warnings = 25
maxCapViolCount = 0

## per-stage QoR
stage | std cells | setup slack [ns]
after floorplan | 1211 | 4.320
after global placement | 1568 | 3.107
after detailed placement | 1568 | 3.087
after CTS | 1575 | 3.340
after global routing | 1575 | 2.947
final | 1576 | 3.343
## final cells by class
class                   instances  area (sq um)
multi-input cells             804          9442
clock inverters                 2         7.507
diodes                          1         2.502
inverters                     343          1287
clock buffers                   5         125.1
fillers                      2033          9966
repair buffers                 76         733.2
flip-flops and latches         32         960.9
well taps                     313         391.6
## synth_stat cells (8+ instances only)
cell      count  share of area (%)
inv_1       343                 11
fa_1        292                 49
nand2_1     128                4.1
and2_1      121                6.4
ha_1         98                 10
xnor2_1      34                2.5
edfxtp_1     32                8.1
clkbuf_1     31               0.99
nor2_1       24               0.76
a21oi_1      23               0.97
o21ai_0      19               0.81
a211oi_1      8               0.51
## worst max-delay path: cells and delay by family
kind | cells | cell delay, ns
fa+ha+maj | 7 | 3.59
buf+inv | 6 | 1.35
simple gates | 4 | 0.94
compound gates | 4 | 0.81
xor+xnor | 1 | 0.12
## routing by layer
metal	wire length, um	global-route usage [%]	part of all wire, %
met5	0	0	0
met4	190	1.634	0.69
met3	3568	15.39	13
met2	11860	37.43	43
met1	11980	44.83	43
## cells by family after synthesis
family,Yosys count,share of synthesized area (%)
compound gates,79,4.715
xor+xnor,38,2.818
buf+inv,375,11.92
simple gates,297,12.53
fa+ha+maj,390,59.88
flops,32,8.136
## worst max path at each step
stage                      to
after CTS             out[31]
after global routing  out[31]
final                 out[31]
## cells in the final DEF (no fill, tap or decap), types with 2 or more instances in the layout
cell,synthesis,layout
inv_1,343,343
fa_1,292,292
nand2_1,128,128
and2_1,121,121
ha_1,98,98
clkdlybuf4s50_1,0,65
xnor2_1,34,34
edfxtp_1,32,32
nor2_1,24,24
a21oi_1,23,23
o21ai_0,19,19
buf_4,0,11
a211oi_1,8,8
a21o_1,6,6
nand2b_1,6,6
o21bai_1,5,5
clkbuf_16,0,5
o21a_1,4,4
and3_1,4,4
nand3_1,4,4
xor2_1,4,4
nor2b_1,3,3
o211ai_1,3,3
or3_1,3,3
a2111oi_4,2,2
clkinv_1,0,2
